==> flow/design.v <==
interface bmem_itf(
    input   bit         clk,
    input   bit         rst
);
    logic   [31:0]      addr;
    logic               read;
    logic               write;
    logic   [63:0]      rdata;
    logic   [63:0]      wdata;
    logic               resp;
    bit                 error = 1'b0;
    modport dut (
        input           clk,
        input           rst,
        output          addr,
        output          read,
        output          write,
        input           rdata,
        output          wdata,
        input           resp
    );
    modport mem (
        input           clk,
        input           rst,
        input           addr,
        input           read,
        input           write,
        output          rdata,
        input           wdata,
        output          resp,
        output          error
    );
    modport mon (
        input           clk,
        input           rst,
        input           addr,
        input           read,
        input           write,
        input           rdata,
        input           wdata,
        input           resp,
        output          error
    );
endinterface
interface mem_itf(
    input   bit         clk,
    input   bit         rst
);
    logic   [31:0]      addr;
    logic               read;
    logic               write;
    logic   [3:0]       wmask;
    logic   [31:0]      rdata;
    logic   [31:0]      wdata;
    logic               resp;
    bit                 error = 1'b0;
    modport dut (
        input           clk,
        input           rst,
        output          addr,
        output          read,
        output          write,
        output          wmask,
        input           rdata,
        output          wdata,
        input           resp
    );
    modport mem (
        input           clk,
        input           rst,
        input           addr,
        input           read,
        input           write,
        input           wmask,
        output          rdata,
        input           wdata,
        output          resp,
        output          error
    );
    modport mon (
        input           clk,
        input           rst,
        input           addr,
        input           read,
        input           write,
        input           wmask,
        input           rdata,
        input           wdata,
        input           resp,
        output          error
    );
endinterface
interface mon_itf(
    input   bit             clk,
    input   bit             rst
);
            logic           valid;
            logic   [63:0]  order;
            logic   [31:0]  inst;
            logic           halt;
            logic   [4:0]   rs1_addr;
            logic   [4:0]   rs2_addr;
            logic   [31:0]  rs1_rdata;
            logic   [31:0]  rs2_rdata;
            logic   [4:0]   rd_addr;
            logic   [31:0]  rd_wdata;
            logic   [31:0]  pc_rdata;
            logic   [31:0]  pc_wdata;
            logic   [31:0]  mem_addr;
            logic   [3:0]   mem_rmask;
            logic   [3:0]   mem_wmask;
            logic   [31:0]  mem_rdata;
            logic   [31:0]  mem_wdata;
            bit             error = 1'b0;
endinterface
module cache_data_array #(
            parameter       s_offset = 5,
            parameter       s_index  = 4,
            parameter       s_tag    = 32 - s_offset - s_index,
            parameter       s_mask   = 2**s_offset,
            parameter       s_line   = 8*s_mask,
            parameter       num_sets = 2**s_index
)
(
    input clk,
    input rst,
    input [s_mask-1:0] write_en,
    input [s_index-1:0] index,
    input [s_line-1:0] datain,
    output logic [s_line-1:0] dataout
);
logic [s_line-1:0] internal_array [num_sets-1:0];
always_ff @(posedge clk) begin
    if (rst) begin
        for (int i = 0; i < num_sets; ++i) begin
            internal_array[i] <= '0;
        end
    end else begin
        for (int i = 0; i < s_mask; i++) begin
            if (write_en[i]) begin
                internal_array[index][8*i +: 8] <= datain[8*i +: 8];
            end else begin
                internal_array[index][8*i +: 8] <= internal_array[index][8*i +: 8];
            end
        end
    end
end
generate
    always_comb begin
        dataout = internal_array[index];
    end 
endgenerate
endmodule : cache_data_array
==> flow/run.sh <==
#!/bin/bash
# OpenROAD 26Q1-2900-gdf79404cd8, Yosys 0.63+post, stock flow scripts
make -C /OpenROAD-flow-scripts/flow DESIGN_CONFIG=/design/flow/config.mk WORK_HOME=/design/flow/orfs finish
==> flow/config.mk <==
export PLATFORM = sky130hd
export DESIGN_NAME = cache_data_array
export DESIGN_NICKNAME = cache_data_array
export VERILOG_FILES = /design/flow/design.v
export SDC_FILE = /design/flow/constraint.sdc
export NUM_CORES = 4
export LEC_CHECK = 1
export CORE_UTILIZATION = 30
==> flow/constraint.sdc <==
current_design cache_data_array

set clk_period 32.5
set clk_io_pct 0.2

create_clock -name clk0 -period $clk_period [get_ports {clk}]

set non_clock_inputs [all_inputs -no_clocks]
set_input_delay [expr $clk_period * $clk_io_pct] -clock clk0 $non_clock_inputs
set_output_delay [expr $clk_period * $clk_io_pct] -clock clk0 [all_outputs]
==> Changelog: implementation <==
### Implementation results

- Post_cts resized: 0
- Final worst-path cycle share: 0.606
- Htree depth: 5
- Met2 WL: 242 mm
- DP HPWL: 320 mm
- Critical path launch point type: input pin
- Initial DRC Count: 6461
- Xor/xnor share: 0
- CTS sink count: 4096
- Max rail drop VDD: 0.0000452 V
- Yosys warns: 1
- Share of cells above drive strength 1: 0.184
- Drt pass-1 iters: 5
- Clk_skew: 0.126 ns
- Post-synth top area cell: edfxtp_1
- DR WL/cell: 24.0 um
- Post-synthesis instance total: 12660
- Vias in the first global route: 114722
- Clk root buf: clkbuf_16
- Core ar.: 615000 um2
- Initial antenna violation count: 20
- GRT overflow: 0
- Die Ht: 788 um
- CP max FO: 69
- Yosys chip area: 185000 um2
- Init Core Util: 0.301
- Total CTS buffers: 438
- RePlAce Congestion: 0.827
- GRT Util Overall: 0.174
- EDFF count, synth: 4096
- Avg Inst Size Synth: 14.6 um2
- Leakage: 0.0738 uW
- CP max stage cell: buf_4
- Setup_tns: 0 ns
- CP top delay family: buffers and inverters
- Tool warnings: 32
- Largest net degree at the start of global routing: 116
- Area Overhead vs Synth: 15.1%
- Status: finished, final reports clean
- Power Density: 57.1 nW/um2
- Tmin final: 19.70 ns
- Crit. End Element: output pin
- Arr. time, crit path: 13.20 ns
- Top cells by count, synth: nor2_1 (4359), edfxtp_1 (4096), mux4_2 (1000), clkbuf_1 (757), nand2b_1 (513)
- Top_reg_cell synth: edfxtp_1
- Worst EP required: 26.00 ns
- # Post-CTS Setup Buffers: 0
- Drc violations: 0
- CTS Hold Bufs: 0
- Number of port buffers: 549
- Clock slew at reported path FFs: 0.06 ns
- Die Area: 621000 um2
- Post-synthesis compound-gate area fraction: 0.0519
- Cell area leaders: edfxtp_1 (66%), mux4_2 (12%), nor2_1 (8.8%)
- Yosys reg bits: 4096
- Seq share, synth: 0.663
- Asr flop ratio synth: 0
- Comb area leader: multiplexers
- MUX share of area: 0.153
- TritonCTS clock tree: built
- Critical path class: in2out
- Post-Synthesis Cell Area: 185000 um2
- Final core utilization: 0.347
- Die width: 788 um
- Adder Share, Synth: 0
- Buffers from clock root to sink, at most: 4
- Hold Vio Cnt, Final: 0
- RSZ-0062 raised after global routing: no
- Simple Share, Synth: 0.109
- Slew headroom: 0.201
- Placement Rows: 288
- Synth top area share: 0.663
- WL final: 515 mm
- CP most frequent cell: buf_4
- CP peak stage delay: 0.66 ns
- First-pass GRT wire length: 756 mm
- CP Cell Sequence: buf_16 > buf_4 > buf_4 > buf_4 > buf_4 > buf_4 > buf_4 > buf_4 > mux4_2 > mux2_2 > nor2_1 > a21oi_1 > clkdlybuf4s50_1
- Io pins: 550
- Top reg by flops: internal_array
- Max reg flops: 4096
- Worst-skew pair later-pin latency: 1.07 ns
- Met1 wire length: 189 mm
- # setup viols final: 0
- Vias/cell: 5.00
- Final Max Slew Viols: 0
- Actual slew at the worst max-slew pin: 1.19 ns
- Fmax: 0.0508 GHz
- Cell variety after synth: 30
- Via count: 107106
- Most common cell in the netlist: nor2_1
- Top Registers: internal_array: 4096 flops
- Post-route ant nets: 0
- Max layer used: met5
- Metal3 WL: 68.9 mm
- Worst path bufs/invs: 9
- Max-Cap Viols: 0
- Cells in synth_stat.txt: 12660
- Min-Delay Path Class: reg2reg
routing by layer:
metal / vias to the layer above / global-route usage
li1: 47342 / -
met1: 53171 / 0.221
met2: 5739 / 0.266
met3: 838 / 0.100
met4: 16 / 0.0393
met5: - / 0.00603
stage by stage:
step / power, uW / setup slack (ns) / hold WS (ns) / area (um2) / cells
global placement: 7380 / 12.43 / 0.865 / 199000 / 20608
CTS: 12300 / 12.52 / 0.890 / 213000 / 21417
floorplan: 6900 / 17.99 / 0.793 / 185000 / 12660
finish: 12200 / 12.80 / 0.883 / 213000 / 21424
detailed placement: 7390 / 12.50 / 0.879 / 199000 / 20608
global route: 12600 / 12.10 / 0.964 / 213000 / 21420
where the power goes:
part,internal [uW],total (uW),switching [uW]
clock,2780,4930,2150
combinational,452,1170,714
sequential,6050,6100,54.2
cells by family after synthesis:
kind of cell    count (synthesis)
compound gates               1032
buf+inv                      1007
simple gates                 4977
mux                          1548
flops                        4096
worst paths after layout:
check                                         from                                    end  slack, ns  depth (start not counted)
max                                       index[1]                           dataout[218]      12.80                         13
max reg2reg  internal_array[13][240]$_SDFFCE_PN0P_  internal_array[15][240]$_SDFFCE_PN0P_      30.40                          4
min reg2reg  internal_array[11][169]$_SDFFCE_PN0P_  internal_array[10][169]$_SDFFCE_PN0P_       0.88                          4
min          internal_array[11][169]$_SDFFCE_PN0P_  internal_array[10][169]$_SDFFCE_PN0P_       0.88                          4
layout make-up:
class	count	area (um2)
Clock inverter	280	2800
Timing Repair Buffer	835	7790
Tap cell	8120	10200
Clock buffer	529	11300
Antenna cell	7	17.5
Multi-Input combinational cell	7557	58400
Sequential cell	4096	123000
Fill cell	57747	402000
worst min-delay path, delay by kind of cell (launching register included):
kind            cells  cell delay (ns)
flops               1             0.32
mux                 1             0.06
simple gates        2             0.20
compound gates      1             0.21
cells in the final DEF (no fill, tap or decap), types with 7 or more instances in the layout:
cell type,instances
a21boi_4,245
a21oi_1,246
a21oi_2,10
a22oi_1,12
buf_12,9
buf_4,277
bufinv_16,36
clkbuf_1,90
clkbuf_16,439
clkdlybuf4s50_1,544
clkinv_1,129
clkinv_16,20
clkinv_2,65
clkinvlp_4,10
diode_2,7
edfxtp_1,4096
inv_6,8
mux2_2,255
mux2i_1,293
mux4_2,1000
nand2_1,34
nand2b_1,512
nand3_1,11
nand3_4,8
nor2_1,4358
nor2_4,29
nor2b_1,8
o21ai_0,255
o31a_1,245
Power is estimated from default activity; no workload was simulated.
