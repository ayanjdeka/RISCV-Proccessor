`flow/run.sh`:
```
#!/bin/bash
# OpenROAD 26Q1-2900-gdf79404cd8, Yosys 0.63+post, stock flow scripts
make -C /OpenROAD-flow-scripts/flow DESIGN_CONFIG=/design/flow/config.mk WORK_HOME=/design/flow/orfs finish
```
`flow/config.mk`:
```
export PLATFORM = sky130hd
export DESIGN_NAME = arbiter
export DESIGN_NICKNAME = arbiter
export VERILOG_FILES = /design/flow/design.v
export SDC_FILE = /design/flow/constraint.sdc
export NUM_CORES = 4
export LEC_CHECK = 1
export CORE_AREA = 10 10 530 530
export DIE_AREA = 0 0 540 540
```
`flow/constraint.sdc`:
```
current_design arbiter

set clk_period 24.7
set clk_io_pct 0.2

create_clock -name clk0 -period $clk_period [get_ports {clk}]

set non_clock_inputs [all_inputs -no_clocks]
set_input_delay [expr $clk_period * $clk_io_pct] -clock clk0 $non_clock_inputs
set_output_delay [expr $clk_period * $clk_io_pct] -clock clk0 [all_outputs]
```
`flow/design.v`:
```
interface bmem_itf(
    input   bit         clk,
    input   bit         rst
);
    logic   [31:0]      addr;
    logic               read;
    logic               write;
    logic   [63:0]      rdata;
    logic   [63:0]      wdata;
    logic               resp;
    bit                 error = 1'b0;
    modport dut (
        input           clk,
        input           rst,
        output          addr,
        output          read,
        output          write,
        input           rdata,
        output          wdata,
        input           resp
    );
    modport mem (
        input           clk,
        input           rst,
        input           addr,
        input           read,
        input           write,
        output          rdata,
        input           wdata,
        output          resp,
        output          error
    );
    modport mon (
        input           clk,
        input           rst,
        input           addr,
        input           read,
        input           write,
        input           rdata,
        input           wdata,
        input           resp,
        output          error
    );
endinterface
interface mem_itf(
    input   bit         clk,
    input   bit         rst
);
    logic   [31:0]      addr;
    logic               read;
    logic               write;
    logic   [3:0]       wmask;
    logic   [31:0]      rdata;
    logic   [31:0]      wdata;
    logic               resp;
    bit                 error = 1'b0;
    modport dut (
        input           clk,
        input           rst,
        output          addr,
        output          read,
        output          write,
        output          wmask,
        input           rdata,
        output          wdata,
        input           resp
    );
    modport mem (
        input           clk,
        input           rst,
        input           addr,
        input           read,
        input           write,
        input           wmask,
        output          rdata,
        input           wdata,
        output          resp,
        output          error
    );
    modport mon (
        input           clk,
        input           rst,
        input           addr,
        input           read,
        input           write,
        input           wmask,
        input           rdata,
        input           wdata,
        input           resp,
        output          error
    );
endinterface
interface mon_itf(
    input   bit             clk,
    input   bit             rst
);
            logic           valid;
            logic   [63:0]  order;
            logic   [31:0]  inst;
            logic           halt;
            logic   [4:0]   rs1_addr;
            logic   [4:0]   rs2_addr;
            logic   [31:0]  rs1_rdata;
            logic   [31:0]  rs2_rdata;
            logic   [4:0]   rd_addr;
            logic   [31:0]  rd_wdata;
            logic   [31:0]  pc_rdata;
            logic   [31:0]  pc_wdata;
            logic   [31:0]  mem_addr;
            logic   [3:0]   mem_rmask;
            logic   [3:0]   mem_wmask;
            logic   [31:0]  mem_rdata;
            logic   [31:0]  mem_wdata;
            bit             error = 1'b0;
endinterface
module arbiter(
    input logic clk,
    input logic rst,
    input logic instruction_read,
    input logic [31:0] instruction_address,
    output logic [255:0] instruction_data,
    output logic instruction_resp,
    input logic data_read,
    input logic data_write,
    input logic [31:0] data_address,
    input logic [255:0] data_wdata,
    output logic data_resp,
    output logic [255:0] data_rdata,
    input logic pmem_resp,
    input logic [255:0] pmem_rdata,
    output logic pmem_write,
    output logic pmem_read,
    output logic [255:0] pmem_wdata,
    output logic [31:0] pmem_address
);
enum int unsigned {
    idle_state, instruction_state, data_state
} state, next_states;
function void set_defaults();
    pmem_write=1'b0;
    pmem_read=1'b0;
    pmem_address=32'b0;
    pmem_wdata=256'b0;
    data_rdata=256'b0;
    data_resp=1'b0;
    instruction_data=256'b0;
    instruction_resp=1'b0;
endfunction
always_comb begin : state_actions
    set_defaults();
    unique case (state)
        idle_state: ;
        instruction_state: begin
            pmem_read = instruction_read;
            pmem_address = instruction_address;
            instruction_data = pmem_rdata;
            instruction_resp = pmem_resp;
        end
        data_state: begin
            pmem_address = data_address;
            data_resp = pmem_resp;
             if (data_read) begin
                pmem_read = data_read;
                data_rdata = pmem_rdata;
             end else if (data_write) begin
                pmem_write = data_write;
                pmem_wdata = data_wdata;
            end
        end
        default: ;
    endcase
end
always_comb begin : next_state_logic
    unique case (state)
        idle_state: begin
            if(data_read || data_write) begin
                next_states = data_state;
            end
            else if (instruction_read) begin
                next_states = instruction_state;
            end
            else begin
                next_states = idle_state;
            end 
        end
        instruction_state: begin
            if(pmem_resp) begin
                next_states = idle_state;
            end
            else begin
                next_states = instruction_state;
            end
        end
        data_state: begin
            if(pmem_resp) begin
                next_states = idle_state;
            end
            else begin
                next_states = data_state;
            end
        end
    endcase
end
always_ff @(posedge clk)
begin: next_state_assignment
    if (rst) begin
        state <= idle_state;
    end
    else begin 
        state <= next_states;
    end
end
endmodule
```
==> impl_metrics.ini <==
; physical design summary
[worst_setup_path]
crit_required_ns = 19.76
end_kind = output port
ff2ff_setup_slack_ns = 23.07
reg2reg_to = state[0]
rr_worst_depth = 3
cp-start-kind = input port
r2r-start = state[2]
crit_type = input port to output port
arrival_ns = 7.68
cp_max_fo = 101

[pwr]
vdd_drop_max_mv = 0.0217
cellPowerDensity_nw_per_um2 = 14.2
p_leak_uw = 0.00835
p_comb_share_pct = 90.4
netSwitchingFraction_pct = 46.5
p_seq_share_pct = 2.2
clockPowerShare_pct = 7.4
p_int_uw = 182
p_sw_uw = 158
power_uw = 340

[run]
tool_warnings = 36
cap_viol_max_count = 0

[drt]
drcViolationCount = 0
drt_pass1_iterations = 5
routedWlPerCell_um = 42.2
drt_wl_total_mm = 247
vias_per_cell = 2.35
ant_nets = 0
drt_iter0_markers = 628
via_count = 13700

[global_routing]
grt_pass1_wl_mm = 278
first_global_vias = 13100
overflow = 0
grt_antenna_before_repair = 284
grt_max_degree = 116
grt_usage_pct = 16.4

[hold_path]
worstHoldStart = state[0]
hold_path_end = state[1]
hp-class = flop to flop
hold_path_depth = 2

[yosys]
yosys_cells = 939
netlist_top_cells_area = and2_1, and3_1, clkbuf_1
edf_count = 0
top_cells_by_count = and2_1, and3_1, clkbuf_1
ys_ff = 3
largest_area_cell = and2_1
ys_seq_share_pct = 1.02
yosys_warnings = 1
top_area_share_pct = 54.5
syn_avg_cell_area_um2 = 6.29
synthArstFlopShare_pct = 0
ys_types = 20
yosysMostFrequentCell = and2_1
postSynthCellCount = 939
syn_area_um2 = 5900
yosys_most_used_dff = dfxtp_1
ys_area_um2 = 5900

[timing]
finalSetupTns_ns = 0
rsz0062_at_grt = false
finalCritPeriodShare_pct = 51.1
worst-slew-pin-transition_ns = 1.13
timing.hold.ws_ns = 0.481
fin_crit_ns = 12.62
relSlewSlack_pct = 25.0
finalSetupViolations = 0
skew_ns = 0.00221
report.final.slew_viol_count = 0
hold_violations = 0
max_freq_mhz = 79.3

[cells_and_area]
final_layout_size_suffix_gt1_share_pct = 1.12
largest_reg_flops = 3
final_area_um2 = 24000
reg_top3 = state x3
area_growth_pct = 306
final_core_util_pct = 8.93
largest-register = state
fill_cells = 31400

[clocking]
clockBufferDepth = 2
cts_num_sinks = 3
cts.clk_slew.worst_paths_ns = 0.03
cts_resized = 0
cts_hold_buf = 0
cts_tree = built
cts_inserted_buffers = 3
cts_post_setup_buffers_inserted = 0
clk_latency_ns = 0.22
clockRootBuffer = clkbuf_16
h-tree-depth = 1

[floorplanning]
io-pin-count = 1386
die.size.y_um = 540
fp_util_pct = 2.20
chipWidth_um = 540
rows = 190
coreArea_um2 = 269000
fp.dieArea_um2 = 292000

[place]
portBuffers = 1385
placedInstanceArea_um2 = 23700
dp_hpwl_mm = 237
gp_congestion = 0.890

[status]
status = finished, final reports clean
[metal layers]
metal	track usage, %	up-vias	part of all wire [%]
met4	2.64	70	2.9
li1	-	5712	-
met1	20.9	6268	42
met5	0	-	0.19
met3	7.48	306	12
met2	25.8	1377	44
[metrics by stage]
step,setup slack [ns],instances
after floorplan,14.01,939
after CTS,12.02,5775
final,12.08,5852
after detailed placement,12.03,5771
after global routing,11.87,5813
after global placement,12.02,5771
[layout by cell type (no fill, tap or decap), drive strengths merged]
cell | netlist | final
dfxtp | 3 | 3
a32o | 1 | 1
a311o | 1 | 1
and3 | 256 | 256
a22o | 33 | 33
and3b | 1 | 1
and2 | 514 | 514
buf | 37 | 19
o21ai | 1 | 1
clkdlybuf4s50 | 0 | 1383
nor2b | 1 | 1
a21oi | 1 | 1
nand2b | 1 | 1
clkbuf | 85 | 4
nor2 | 2 | 2
diode | 0 | 77
inv | 1 | 1
o21a | 1 | 1
[area by class of cell]
| class | count | area, um2 | share of cell area (%) |
|---|---|---|---|
| Clock buffer | 4 | 78.8 | 0.329 |
| Antenna cell | 77 | 193 | 0.803 |
| Sequential cell | 3 | 67.6 | 0.282 |
| Multi-Input combinational cell | 813 | 5180 | 21.6 |
| Tap cell | 3552 | 4440 | 18.5 |
| Inverter | 1 | 3.75 | 0.0157 |
| Timing Repair Buffer | 1402 | 14000 | 58.5 |
[power by group through the flow]
stage                 Combinational (uW)  Sequential (uW)  Clock, uW
after CTS                            319             7.44       25.9
after global routing                 325             7.44       26.8
final                                308             7.34       25.3
[kinds of logic after synthesis]
| family | Yosys count | synth area share (%) |
|---|---|---|
| AOI/OAI and AO/OA | 38 | 5.53 |
| buffers and inverters | 123 | 11.4 |
| and+or+nand+nor | 775 | 82.1 |
| DFF | 3 | 1.02 |
[critical path, cell delays in order]
cell	delay, ns
clkdlybuf4s50_1	0.50
and3b_4	0.31
buf_4	0.72
and2_1	0.28
clkdlybuf4s50_1	0.82
[worst max-delay path by stage]
stage,endpoint,depth (start not counted),slack (ns),startpoint
4_1_cts,pmem_wdata[233],5,12.02,data_write
5_1_grt,pmem_wdata[0],5,11.87,data_write
6_report,pmem_wdata[228],5,12.08,data_write
